==> ./design.v <==
`timescale 1ns / 1ps
module deBounce(i_reset,i_inc,i_clk,i_pc,o_pc
,i_isTakenJump,i_jumpAddr);
input i_reset,i_clk,i_inc;
input[7:0]i_pc;
output reg [7:0] o_pc;
reg [31:0] counter1_reset;
reg [31:0] counter2_reset;
reg flag1_reset;
reg flag2_reset;
reg [31:0] counter1_inc;
reg [31:0] counter2_inc;
reg flag1_inc;
reg flag2_inc;
input i_isTakenJump;
input[7:0] i_jumpAddr;
initial 
begin 
	flag1_reset=0;
	flag2_reset=0;
	counter1_reset = 32'b0;
	counter2_reset = 32'b0;
	flag1_inc=0;
	flag2_inc=0;
	counter1_inc = 32'b0;
	counter2_inc = 32'b0;
end
always@(posedge i_clk)
begin
		if(i_reset == 0)
		begin
			counter2_reset = 0;
			if(counter1_reset <500000)
				begin
					counter1_reset = counter1_reset +1;					
				end
			else
			begin
				counter1_reset = 0;
				flag1_reset = 1;
			end
		end
		else
		if(i_reset == 1)
		begin
			if(flag1_reset==1)
			begin
				if(counter2_reset<500000)
				begin
					counter2_reset = counter2_reset+1;
				end
				else
				begin
					counter2_reset = 0;
					flag2_reset=1;
				end
			end
			else
				counter1_reset = 0;		
		end
	if(i_inc == 0)
		begin
			counter2_inc = 0;
			if(counter1_inc <500000)
				begin
					counter1_inc = counter1_inc +1;					
				end
			else
			begin
				counter1_inc = 0;
				flag1_inc = 1;
			end
		end
		else
		if(i_inc == 1)
		begin
			if(flag1_inc==1)
			begin
				if(counter2_inc<500000)
				begin
					counter2_inc = counter2_inc+1;
				end
				else
				begin
					counter2_inc = 0;
					flag2_inc=1;
				end
			end
			else
				counter1_inc = 0;		
		end
		if(flag1_inc && flag2_inc)
			begin 
				if(i_isTakenJump == 1)
				begin 
					o_pc = i_jumpAddr;
				end
				else
				begin 
					o_pc = i_pc + 1;
				end
				flag1_inc = 0;
				flag2_inc = 0;
			end
			else
		if(flag1_reset && flag2_reset)
			begin 
				o_pc = 0;
				flag1_reset = 0;
				flag2_reset = 0;
			end
			else
			o_pc = i_pc;
end
endmodule
==> ./run.sh <==
#!/bin/bash
# OpenROAD 26Q1-2900-gdf79404cd8, Yosys 0.63+post, stock flow scripts
make -C /OpenROAD-flow-scripts/flow DESIGN_CONFIG=/design/flow/config.mk WORK_HOME=/design/flow/orfs finish
==> ./config.mk <==
export PLATFORM = sky130hd
export DESIGN_NAME = deBounce
export DESIGN_NICKNAME = deBounce
export VERILOG_FILES = /design/flow/design.v
export SDC_FILE = /design/flow/constraint.sdc
export NUM_CORES = 4
export LEC_CHECK = 1
export CORE_UTILIZATION = 50
==> ./constraint.sdc <==
current_design deBounce

set clk_period 5.4
set clk_io_pct 0.2

create_clock -name clk0 -period $clk_period [get_ports {i_clk}]

set non_clock_inputs [all_inputs -no_clocks]
set_input_delay [expr $clk_period * $clk_io_pct] -clock clk0 $non_clock_inputs
set_output_delay [expr $clk_period * $clk_io_pct] -clock clk0 [all_outputs]
==> notes.md <==
run metrics: MaxCap Viol Count=0, global-route wire length before repair=19.6 mm, Iteration-0 DRC Markers=308, RSZ-0062 raised after global routing=false, yosys stat chip area=~6400 um^2, clock sink count=roughly 140, final core occ=61.7%, fillers=between 900 and 1,000, core area=12,200 um^2, drt pass-1 iters=4, cells in synth_stat.txt=636, Cells after DPL=about 840, n_diodes=0, postcts setup bufs=0, Tcrit/Tclk final=around 44%, FP Util=between 50% and 60%, post-synthesis cell count=636, Max Clock Freq=0.426 GHz, yosys warns=1, vias in the first global route=slightly above 4,000, grt total ovfl=0, Yosys top cell area share=30.2%, clock-pin transition on the worst setup and hold timing paths=60 ps, Clock Latency Late Sink=410 ps, Leak=2.62 nW, Post-route DRC=0, hold_buf cts=0, Avg Inst Size Synth=roughly 10 um^2, Synth area leader=edfxtp_1, Routed WL=11.6 mm, htree depth=4, initial antenna violation count=0, skew final=7.53 ps, Ports=28, status=finished clean, die area=13,200 um^2, Detail Route Antenna Nets=0, Hold Path Class=reg2reg, layout cell share with drive strength beyond 1=under 10%, Via density=slightly above 5, Yosys reg bits=140, minimum clock period after layout=2350 ps, flip-flops with a built-in enable=64, WL/cell=13.3 um, total power draw=about 2.5 mW, area delta synth->final=18.2%, Cell Type Count=45, CTS buffer count=17, CP endpoint kind=register, Post-synth seq share=54.1%, reg2reg setup slack=3280 ps, chip width=115 um, maximum vdd drop=approximately 0.26 mV, ys flop type=dfxtp_1, Vias=4,476, slew of the pin with the lowest slew margin=744 ps, # rows=roughly 40, Final Slew Violations=0, final cell count without fillers=875, largest cells by area after synthesis=edfxtp_1 (30%), dfxtp_1 (24%), nor2_1 (8.1%), mapped cell area=6370 um^2, maximum clock path buffer count=2, crit path DRT=~5700 ps, normalized max-slew margin=50.0%, gp weighted congestion=approximately 0.86, Worst Setup Start Kind=primary input, Final TNS setup=0 ps, CTS resizes=0, Synth async-reset ratio=0%, crit path DAT=~2700 ps, final setup fails=0, Die Y=~110 um, DP HPWL=7.87 mm, critical path type=in2reg, power per cell area=around 330 nW/um^2, root buf cell=clkbuf_16, CP Max Fanout=9, Overall Global Routing Usage=about a fifth, largest net degree at the start of global routing=33, clock tree from TritonCTS=done, Hold Vio Cnt, Final=0, Tool Warnings=25, Port-buffer cells=27
==> worst max-delay path, cell delays in order <==
cell and delay, ps:
clkdlybuf4s50_1 510, nand2b_1 200, nor4_1 170, a32oi_1 110, a21bo_2 390, mux2i_1 230
==> Yosys cell counts, drive strengths merged, types with 2 or more instances <==
cell type  instances
nand3             32
nand2             35
xnor2             42
a41oi              3
nor2b              2
nand4             26
nand2b             4
o21ai              5
mux2i             12
nor3              26
and4              11
or3                2
dfxtp             76
and3              15
buf                8
clkbuf             9
edfxtp            64
inv                9
ha                 5
o31ai             10
a211o              2
a31oi             12
nor4              14
nor2             138
or2                2
a21oi             17
and2               6
xor2              38
==> worst paths after layout <==
| check | from | endpoint | depth (start not counted) |
|---|---|---|---|
| max | i_inc | o_pc[5] | 6 |
| min | counter2_inc[1] | counter2_inc[1] | 2 |
| max reg2reg | flag1_reset | counter2_reset[25] | 5 |
| min reg2reg | counter2_inc[1] | counter2_inc[1] | 2 |
==> where the power goes <==
group          internal [mW]  switching (mW)
Sequential              1.14          0.0190
Clock                  0.809           0.419
Combinational         0.0407          0.0447
==> area by class of cell <==
class                           instances  area (um^2)  share of cell area, %
Clock buffer                           17          425                   5.65
Clock inverter                         15          203                   2.69
Inverter                                9         33.8                  0.449
Multi-Input combinational cell        495         2920                   38.7
Sequential cell                       140         3440                   45.7
Tap cell                              168          210                   2.79
Timing Repair Buffer                   31          300                   3.99
==> per-layer routing <==
layer  part of all wire (%)  global-route usage (%)
met4                   0.85                    1.73
met1                     52                    33.0
met5                      0                       0
met2                     42                    28.2
met3                    4.6                    5.47
==> logic make-up after synthesis <==
group | synth area share (%)
mux | 1.89
other cells | 0.0589
xor+xnor | 11.0
buf+inv | 1.71
compound gates | 6.74
fa+ha+maj | 0.982
flops | 54.1
simple gates | 23.6
==> stage by stage <==
step	worst slack [ps]	cell area [um^2]	hold WS (ps)
2_1_floorplan	2810	6460	437
3_3_place_gp	2680	6900	458
3_5_place_dp	2640	6900	467
4_1_cts	3050	7530	485
5_1_grt	2920	7530	538
6_report	3050	7530	487
==> state kept, by name, indices dropped and copies added (netlist names) <==
signal / cells
flag1_reset: 1
o_pc: 8
flag1_inc: 1
flag2_inc: 1
flag2_reset: 1
counter1_reset: 32
counter1_inc: 32
counter2_reset: 32
counter2_inc: 32
==> placed cells by master, fill, tap and decap left out, types with 3 or more instances in the layout <==
master and n:
nor2_1 138, dfxtp_1 76, edfxtp_1 64, xnor2_1 42, xor2_1 38, nand2_1 35
nand3_1 32, clkdlybuf4s50_1 27, conb_1 26, nor3_1 25, nand4_1 25, a21oi_1 17
clkbuf_16 17, and3_1 15, nor4_1 14, mux2i_1 12, a31oi_1 12, and4_1 11
o31ai_1 9, inv_1 9, and2_1 6, ha_1 5, clkinv_1 5, bufinv_16 5
nand2b_1 4, buf_4 4, o21ai_0 3, a41oi_1 3
No activity file was given, so power comes from the tool's default toggle rates.
