`/design/flow/run.sh`:
```
#!/bin/bash
# OpenROAD 26Q1-2900-gdf79404cd8, Yosys 0.63+post, stock flow scripts
make -C /OpenROAD-flow-scripts/flow DESIGN_CONFIG=/design/flow/config.mk WORK_HOME=/design/flow/orfs finish
```
`/design/flow/config.mk`:
```
export PLATFORM = sky130hd
export DESIGN_NAME = RF
export DESIGN_NICKNAME = RF
export VERILOG_FILES = /design/flow/design.v
export SDC_FILE = /design/flow/constraint.sdc
export NUM_CORES = 4
export LEC_CHECK = 1
export CORE_UTILIZATION = 50
```
`/design/flow/constraint.sdc`:
```
current_design RF

set clk_period 4.1
set clk_io_pct 0.2

create_clock -name clk0 -period $clk_period [get_ports {i_clk}]

set non_clock_inputs [all_inputs -no_clocks]
set_input_delay [expr $clk_period * $clk_io_pct] -clock clk0 $non_clock_inputs
set_output_delay [expr $clk_period * $clk_io_pct] -clock clk0 [all_outputs]
```
`/design/flow/design.v`:
```
`timescale 1ns / 1ps
module RF(i_aluOp,i_addr1,i_addr2,i_addrRw,i_rw,i_dataIn,i_clk,o_data1,o_data2,pc
, i_zeroFlag , o_zeroFlag ,i_carryFlag,o_carryFlag,i_signFlag,o_signFlag,i_overflowFlag,o_overflowFlag
,i_loadStoreReg , o_loadStoreReg 
,i_isLoad,i_loadType); 
input [2:0] i_addr1,i_addr2,i_addrRw;
input [8:0] i_aluOp;
input [7:0] i_dataIn;
input i_clk;
input i_rw;
input[7:0] pc;
input i_zeroFlag;
input i_carryFlag;
input i_signFlag;
input i_overflowFlag;
output reg [7:0] o_data1;
output reg [7:0] o_data2;
output o_zeroFlag;
output o_carryFlag;
output o_signFlag;
output o_overflowFlag;
input [2:0]i_loadStoreReg;
output reg [7:0] o_loadStoreReg;
input i_isLoad;
input i_loadType;
reg [7:0]rf[7:0] ;
	reg zeroFlag;
	reg carryFlag;
	reg signFlag;
	reg overflowFlag;
assign o_zeroFlag = zeroFlag;
initial
begin
	rf[0] = 4;
	rf[1] = 9;
	rf[2] = 11;
	rf[3] = 3;
	rf[4] = 3;
	rf[5] = 5;
	rf[6] = 6;
	rf[7] = 7;
end
initial 
begin 
	zeroFlag = 0;
	carryFlag= 0;
	signFlag=0;
	overflowFlag=0;
end
always@(*) 
begin
	o_data1 = rf[i_addr1];
	if((i_aluOp>8) && (i_aluOp<15)) 
		o_data2 = {5'b00000,i_addr2};
	else
		o_data2 = rf[i_addr2];	
	o_loadStoreReg = rf[i_loadStoreReg];
end
always @(posedge i_clk)
begin 
	if(i_rw == 1)
	begin 	
		rf[i_addrRw] = i_dataIn ;
		zeroFlag = i_zeroFlag;
	end
	else if(i_isLoad)
	begin 
		rf[i_addrRw] = i_dataIn ;
	end
	else 
	begin 
		rf[i_addrRw] = rf[i_addrRw];
	end
end	
endmodule
```
==> results.tsv <==
stage	metric	value	unit
cts	post_cts_buffers	0	
critical_path	cp_slowest_cell	clkdlybuf4s50_1	
job	tool_warnings	37	
sta	slew_headroom	41.1	%
cts	clockBufferDepth	2	
synth	ff_type	edfxtp_1	
power_and_ir_drop	p_sw	0.748	mW
layout	regArea	1950	µm²
cts	htreeDepth	3	
critical_path	arrival	2.92	ns
route	diodes	0	
synth	postSynthCellCount	538	
route	drt_iter0_drc	355	
critical_path	worstPathRequired	3.28	ns
synth	synth.avg_cell_area	10.4	µm²
cts	clkSinkCount	65	
place	gp_congestion	0.946	
floorplanning	die_area	11600	µm²
synth	synth-edff-count	65	
cts	cts_tree	done	
job	drv_cap	0	
synth	yosysUniqueCellTypes	59	
layout	fillers	922	
layout	logic_area	3340	µm²
critical_path	critical_path_class	input port to output pin	
route	vias	4875	
floorplanning	dieHeight	108	µm
cts	cts_hold_buf	0	
route	drc	0	
synth	top_cells_by_count	mux2i_1 (73), edfxtp_1 (65), a21oi_1 (43), o21ai_0 (41), nand2_1 (32)	
route	wl_met3	2.35	mm
power_and_ir_drop	ir_drop	0.226	mV
floorplanning	io_pins	73	
cts	cts_root_buf	clkbuf_8	
synth	yosys_cells	538	
global_route	grt_pass1_vias	4602	
sta	final.setup.worst_slack	0.361	ns
power_and_ir_drop	pwr-share-seq	44.8	%
sta	rsz0062_at_grt	no	
min_path	holdCritStartpoint	rf[4][2]$_DFFE_PP_	
critical_path	slowest_delay	0.59	ns
outcome	status	finished, final reports clean	
route	wl_per_cell	25.3	µm
synth	ys_seq_share	34.9	%
critical_path	worst-path-max-fanout	20	
synth	async_reset_ff_share	0	%
power_and_ir_drop	p_int	1.59	mW
sta	slew_violations	0	
sta	fmax	267	MHz
critical_path	worstSetupEndpointType	output pin	
synth	yosysMostFrequentCell	mux2i_1	
route	wl_met2	8.03	mm
cts	clk_latency	0.35	ns
place	io_buffer_count	57	
power_and_ir_drop	switching_share	32.0	%
floorplanning	row_count	38	
floorplanning	core_area	10900	µm²
critical_path	crit_start	i_addr1[0]	
layout	area_growth	17.5	%
place	dp_hpwl	12.5	mm
global_route	grt_start_max_net_pins	42	
synth	ys_chip_area	5590	µm²
power_and_ir_drop	p_comb_share	32.2	%
power_and_ir_drop	p_per_area	356	nW/µm²
sta	worst_slew_pin_slew	0.884	ns
sta	finalCritPeriodShare	91.2	%
route	drt-pass1-iter-count	5	
sta	setup_viol	0	
floorplanning	floorplan.die.width	108	µm
critical_path	crit_chain	clkdlybuf4s50_1 -> buf_4 -> nor2_1 -> a221oi_1 -> nor2_1 -> a2bb2oi_1 -> clkdlybuf4s50_1	
route	met1_length	7.66	mm
critical_path	cp-start-kind	input port	
synth	area_leaders	edfxtp_1 (35%), mux2i_1 (13%), mux4_2 (12%), a21oi_1 (3.8%), o21ai_0 (3.7%)	
synth	top_area_share	34.9	%
place	dpl-instance-area	6390	µm²
sta	period_needed	3.74	ns
sta	hold_viol_final	0	
route	via_per_inst	6.63	
layout	design_area	6570	µm²
cts	cts_made_buffers	9	
route	routed.top_layer	met5	
critical_path	r2r_start	rf[1][5]$_DFFE_PP_	
route	antenna_left	0	
synth	top_area_cell	edfxtp_1	
cts	clk_pin_slew	0.07	ns
place	place_ws	0.406	ns
power_and_ir_drop	p_clk_share	23.0	%
sta	fin_skew	0.0109	ns
global_route	antenna_found_initial	0	
min_path	hold_path.class	flip-flop to flip-flop	
global_route	grt_overflow	0	
sta	tns	0	ns
synth	synth_area	5590	µm²
power_and_ir_drop	total_leakage_power	2.42	nW
global_route	grt_first_pass_wirelength	27.8	mm
route	wirelength	18.6	mm
synth	ys.flops	65	
floorplanning	fp_util	51.4	%
cts	cts_resized	0	
layout	drive_above_1_share	19.2	%
global_route	grt_usage	35.6	%
synth	yosys_warnings	5	
==> registers in the layout, indices dropped and copies added (netlist names) <==
register / flops
zeroFlag: 1
rf: 64
==> path summary, 6_finish.rpt <==
path,endpoint,slack (ns),cells after the start
setup / recovery,o_data1[7],0.36,7
hold / removal,rf[4][2]$_DFFE_PP_,0.72,2
setup reg to reg,rf[1][5]$_DFFE_PP_,2.18,3
hold reg to reg,rf[4][2]$_DFFE_PP_,0.72,2
==> cell type report <==
type | count | area share, %
multi-input cells | 410 | 50.8
repair buffers | 97 | 13.6
flip-flops and latches | 65 | 29.7
well taps | 140 | 2.67
clock buffers | 9 | 1.88
clock inverters | 6 | 0.914
inverters | 8 | 0.457
==> layer usage <==
layer  up-vias  track usage, %
li1       2196               -
met1      2338            56.9
met2       297            48.5
met3        41            14.4
met4         3            6.65
met5         -            3.33
==> cell usage in the layout (no fill, tap or decap), types with 3 or more instances in the layout <==
master,count
o32ai_1,4
a31oi_1,14
edfxtp_1,65
nor2b_1,18
clkbuf_8,9
buf_4,38
inv_1,8
mux2i_1,73
mux2_2,13
o21ai_1,10
nand3_1,11
a22o_1,6
nor3b_1,5
o21a_1,3
clkdlybuf4s50_1,56
a221oi_1,3
nand2_2,3
a21oi_1,43
a211oi_1,4
mux4_2,29
nand2b_1,9
o22ai_1,7
nand2_1,32
nor3_1,3
conb_1,3
a211oi_4,3
or3_1,7
and2_1,3
nor2_1,18
o21ai_0,40
o211ai_1,5
o31ai_4,3
nand3b_1,6
==> cells by family (layout without fill, tap and decap cells) <==
family	after synthesis	count (layout)	share of synthesized area, %
AND-OR/OR-AND	163	163	19.5
buffers and inverters	65	120	5.64
flip-flops	65	65	34.9
multiplexers	115	115	27.4
other	1	3	0.0671
AND/OR/NAND/NOR	129	129	12.5
==> power by group through the flow <==
| stage | registers, mW | logic [mW] | clock network [mW] |
|---|---|---|---|
| CTS | 1.04 | 0.749 | 0.545 |
| global route | 1.07 | 0.820 | 0.574 |
| finish | 1.05 | 0.752 | 0.537 |
==> worst max-delay path: cells and delay by family <==
kind	cells	cell delay, ns
AOI/OAI and AO/OA	2	0.58
buffers and inverters	3	1.32
and+or+nand+nor	2	0.19
==> through the flow <==
step	power, mW	utilization [%]	hold WS (ns)	cells
3_5_place_dp	1.80	58.7	0.707	720
4_1_cts	2.34	60.4	0.726	735
3_3_place_gp	1.79	58.7	0.692	720
5_1_grt	2.46	60.4	0.766	735
6_report	2.34	60.4	0.725	735
2_1_floorplan	1.48	-	0.640	540
No activity file was given, so power comes from the tool's default toggle rates.
