`/design/flow/run.sh`:
```
#!/bin/bash
# OpenROAD 26Q1-2900-gdf79404cd8, Yosys 0.63+post, stock flow scripts
make -C /OpenROAD-flow-scripts/flow DESIGN_CONFIG=/design/flow/config.mk WORK_HOME=/design/flow/orfs finish
```
`/design/flow/config.mk`:
```
export PLATFORM = sky130hd
export DESIGN_NAME = seg_driver
export DESIGN_NICKNAME = seg_driver
export VERILOG_FILES = /design/flow/design.v
export SDC_FILE = /design/flow/constraint.sdc
export NUM_CORES = 4
export LEC_CHECK = 1
export CORE_UTILIZATION = 50
```
`/design/flow/constraint.sdc`:
```
current_design seg_driver

set clk_period 14.6
set clk_io_pct 0.2

create_clock -name clk0 -period $clk_period [get_ports {i_clk}]

set non_clock_inputs [all_inputs -no_clocks]
set_input_delay [expr $clk_period * $clk_io_pct] -clock clk0 $non_clock_inputs
set_output_delay [expr $clk_period * $clk_io_pct] -clock clk0 [all_outputs]
```
`/design/flow/design.v`:
```
`timescale 1ns / 1ps
module BCDToSeg(
	input [3:0] i_BCDInput,
	output reg [6:0] o_segOutput
    );
	 always @ (i_BCDInput)
	 begin
		 case(i_BCDInput)
				0: o_segOutput <= 7'b1110111;
				1: o_segOutput <= 7'b0100100;
				2: o_segOutput <= 7'b0011111;
				3: o_segOutput <= 7'b0111110;
				4: o_segOutput <= 7'b1101100;
				5: o_segOutput <= 7'b1111010;
				6: o_segOutput <= 7'b1111011;
				7: o_segOutput <= 7'b0110100;
				8: o_segOutput <= 7'b1111111;
				9: o_segOutput <= 7'b1111110;
			endcase
		end
endmodule
`timescale 1ns / 1ps
module binToBCD(number, thousands, hundreds, tens, ones);
 input  [12:0] number;
   output reg [3:0] thousands;
   output reg [3:0] hundreds;
   output reg [3:0] tens;
   output reg [3:0] ones;
   reg [28:0] shift;
   integer i;
   always @(number)
   begin
      shift[28:13] = 0;
      shift[12:0] = number;
      for (i=0; i<13; i=i+1) 
	  begin
         if (shift[16:13] >= 5)
            shift[16:13] = shift[16:13] + 3;
         if (shift[20:17] >= 5)
            shift[20:17] = shift[20:17] + 3;
         if (shift[24:21] >= 5)
            shift[24:21] = shift[24:21] + 3;
		 if (shift[28:25] >= 5)
			shift[28:25] = shift[28:25] + 3;
         shift = shift << 1;
      end
	  thousands= shift[28:25];
      hundreds = shift[24:21];
      tens     = shift[20:17];
      ones     = shift[16:13];
   end
endmodule
`timescale 1ns / 1ps
module seg_driver(
input [12:0] i_segInput,
input i_clk,
output reg o_segLatch,
output reg o_segData
    );
	 wire[3:0] ones;
	 wire[3:0] tens;
	 wire[3:0] hundreds;
	 wire[3:0] thousands;
	 wire[6:0] ones_seg;
	 wire[6:0] tens_seg;
	 wire[6:0] hundreds_seg;
	 wire[6:0] thousands_seg;	 
	 reg[8:0] ones_control;
	 reg[8:0] tens_control;
	 reg[8:0] hundreds_control;
	 reg[8:0] thousands_control;
	reg[15:0] temp ;
	reg[15:0] ones_outputTemp;
	reg[15:0] tens_outputTemp;
	reg[15:0] hundreds_outputTemp;
	reg[15:0] thousands_outputTemp;
	reg[4:0] i;
	reg[1:0] state;
	initial 
	begin
		i = 5'b00000;
		o_segLatch = 1'b1;
		temp = 16'b0;
		ones_control = 9'b001000000;
	   tens_control = 9'b000100000;
	   hundreds_control = 9'b000001000;
	   thousands_control = 9'b000000100;
		state = 2'b0;
	end
	binToBCD binaryToBCD(.number(i_segInput), .thousands(thousands), .hundreds(hundreds), .tens(tens), .ones(ones));
	BCDToSeg BCDToSeg1(.i_BCDInput(ones),.o_segOutput(ones_seg));
	BCDToSeg BCDToSeg2(.i_BCDInput(tens),.o_segOutput(tens_seg));
	BCDToSeg BCDToSeg3(.i_BCDInput(hundreds),.o_segOutput(hundreds_seg));
	BCDToSeg BCDToSeg4(.i_BCDInput(thousands),.o_segOutput(thousands_seg));
	always @(ones or tens or hundreds or thousands)
	begin
		ones_outputTemp = {ones_seg,ones_control};
		tens_outputTemp = {tens_seg,tens_control};
		hundreds_outputTemp = {hundreds_seg,hundreds_control};
		thousands_outputTemp = {thousands_seg,thousands_control};
	end
	always @(negedge i_clk)
	begin
		case(state)
			0: temp <= ones_outputTemp;
			1: temp <= tens_outputTemp;
			2: temp <= hundreds_outputTemp;
			3: temp <= thousands_outputTemp;
		endcase
		if(i==16)
		begin
			i = 0;			
			o_segLatch = 1'b0;
			o_segData <=1'b 0;
			state = state+1;
		end	
		else
		begin
			i = i+1;
			o_segData <= temp[0];
			temp <= temp >> 1;			
			o_segLatch = 1'b1;			
		end		
	end
endmodule
```
==> impl_results.html <==
<!-- implementation run metrics -->
<table>
<tr><th>Metric</th><th>Value</th></tr>
<tr><th colspan="2">Synth</th></tr>
<tr><td>Share of flip-flops with an asynchronous set or reset</td><td>0</td></tr>
<tr><td>Total of warnings raised by yosys</td><td>3</td></tr>
<tr><td>Top cells, area</td><td>dfxtp_1 8.2%, dlxtn_1 7.5%, ha_1 6.9%</td></tr>
<tr><td>Number of standard cells after synthesis</td><td>756</td></tr>
<tr><td>Flip-flop and latch count after synthesis</td><td>53</td></tr>
<tr><td>Top FF cell, synth</td><td>dlxtn_1</td></tr>
<tr><td>Average cell area after synthesis</td><td>7.43 µm²</td></tr>
<tr><td>Number of synthesized flops with an enable pin</td><td>2</td></tr>
<tr><td>Unique cell types</td><td>104</td></tr>
<tr><td>Top cell area share</td><td>0.0819</td></tr>
<tr><td>Synth Cell Area</td><td>5620 µm²</td></tr>
<tr><td>Yosys chip area</td><td>5620 µm²</td></tr>
<tr><td>Leading area contributor after synthesis</td><td>dfxtp_1</td></tr>
<tr><td>Cells in synth_stat.txt</td><td>756</td></tr>
<tr><th colspan="2">Setup path</th></tr>
<tr><td>Cell family with the largest share of critical-path delay</td><td>buffers and inverters</td></tr>
<tr><td>CP max stage delay</td><td>0.44 ns</td></tr>
<tr><td>Required time at the worst-slack endpoint</td><td>11.68 ns</td></tr>
<tr><td>Category of the most critical setup path</td><td>register to output pin</td></tr>
<tr><td>Cell-by-cell trace of the critical path</td><td>clkdlybuf4s50_1</td></tr>
<tr><td>Crit path max fanout</td><td>1</td></tr>
<tr><td>Critical path launch point type</td><td>register</td></tr>
<tr><td>Number of buffers and inverters on the critical path</td><td>1</td></tr>
<tr><td>R2r setup slk</td><td>12.90 ns</td></tr>
<tr><td>Worst endpoint data arrival time</td><td>8.37 ns</td></tr>
<tr><td>CP max stage cell</td><td>clkdlybuf4s50_1</td></tr>
<tr><td>Worst setup EP type</td><td>output pin</td></tr>
<tr><th colspan="2">CTS</th></tr>
<tr><td>Max clock buf depth</td><td>2</td></tr>
<tr><td>Post-CTS Hold Buffers</td><td>0</td></tr>
<tr><td>Clock latency of the later-clocked register in the worst-skew pair</td><td>0.34 ns</td></tr>
<tr><td>Setup Fix Bufs, Post-CTS</td><td>0</td></tr>
<tr><td>Post-CTS Resized</td><td>0</td></tr>
<tr><td>Level count of the clock H-tree</td><td>1</td></tr>
<tr><td>Root buffer cell</td><td>clkbuf_8</td></tr>
<tr><td>TritonCTS clock tree</td><td>built</td></tr>
<tr><td>Clock-pin transition on the worst setup and hold timing paths</td><td>0.03 ns</td></tr>
<tr><td>TritonCTS Buffers</td><td>3</td></tr>
<tr><th colspan="2">Floorplanning</th></tr>
<tr><td>Core Rows</td><td>38</td></tr>
<tr><td>Pre-placement core utilization</td><td>0.516</td></tr>
<tr><td>Die x size</td><td>108 µm</td></tr>
<tr><td>Area of the die</td><td>11700 µm²</td></tr>
<tr><td>Die H</td><td>108 µm</td></tr>
<tr><td>Ports</td><td>16</td></tr>
<tr><td>Core area</td><td>10900 µm²</td></tr>
<tr><th colspan="2">STA</th></tr>
<tr><td>Number of unconstrained endpoints</td><td>28</td></tr>
<tr><td>Setup violation total in the final timing report</td><td>0</td></tr>
<tr><td>Max transition margin</td><td>0.447</td></tr>
<tr><td>Final sum of negative setup slack</td><td>0 ns</td></tr>
<tr><td>Register pins left without a clock</td><td>28</td></tr>
<tr><td>RSZ-0062 raised after global routing</td><td>false</td></tr>
<tr><td>Worst hold margin</td><td>0.412 ns</td></tr>
<tr><td>Hold Fails Final Rpt</td><td>0</td></tr>
<tr><td>Transition at the pin with the smallest max-transition slack</td><td>0.806 ns</td></tr>
<tr><td>Number of max-slew violations in the final report</td><td>0</td></tr>
<tr><td>Worst-case clock skew</td><td>0.0125 ns</td></tr>
<tr><th colspan="2">Global routing</th></tr>
<tr><td>Pin count of the biggest net entering global routing</td><td>26</td></tr>
<tr><td>Via count of the first global-routing pass</td><td>4896</td></tr>
<tr><td>Wire length of the first global-routing pass</td><td>22200 µm</td></tr>
<tr><td>Global-route total usage across every layer</td><td>0.230</td></tr>
<tr><td>Initial antenna violation count</td><td>0</td></tr>
<tr><td>Total global routing overflow</td><td>0</td></tr>
<tr><th colspan="2">Route</th></tr>
<tr><td>Mean number of vias per cell</td><td>6.05</td></tr>
<tr><td>Routed length per instance</td><td>14.1 µm</td></tr>
<tr><td>Count of vias placed by the detailed router</td><td>5539</td></tr>
<tr><td>Number of nets still failing antenna checks after routing</td><td>0</td></tr>
<tr><td>Diodes inserted</td><td>0</td></tr>
<tr><td>First-iteration detailed-routing DRC count</td><td>452</td></tr>
<tr><td>Routed wire length</td><td>12900 µm</td></tr>
<tr><td>DRC violations left</td><td>0</td></tr>
<tr><td>Number of iterations in the first detailed-routing pass</td><td>5</td></tr>
<tr><th colspan="2">Placement</th></tr>
<tr><td>Count of buffers inserted at the top-level ports</td><td>15</td></tr>
<tr><td>Placed Instances</td><td>887</td></tr>
<tr><td>Placer's final routability congestion estimate</td><td>0.886</td></tr>
<tr><td>Detailed placer's ending HPWL</td><td>9890 µm</td></tr>
<tr><th colspan="2">Worst hold path</th></tr>
<tr><td>Min-delay worst type</td><td>register to register</td></tr>
<tr><th colspan="2">Finish</th></tr>
<tr><td>Area growth from synthesis to layout</td><td>6.21%</td></tr>
<tr><td>Commonest non-fill, non-tap cell in the layout</td><td>nand2_1</td></tr>
<tr><td>Filler-free cell count of the finished design</td><td>915</td></tr>
<tr><td>Most frequent cells in the layout</td><td>81 x nand2_1, 64 x inv_1, 64 x nor2_1</td></tr>
<tr><td>Share of post-route cells with drive strength above 1</td><td>0.0813</td></tr>
<tr><th colspan="2">Flow run</th></tr>
<tr><td>Maxcap violations</td><td>0</td></tr>
<tr><td>Count of tool warnings</td><td>63</td></tr>
<tr><th colspan="2">Run status</th></tr>
<tr><td>Status</td><td>finished, final reports clean</td></tr>
</table>
[cells in the mapped netlist, types with 4 or more instances]
cell	instances
a2111oi_0	4
a211o_1	5
a211oi_1	14
a21o_1	15
a21oi_1	53
a21oi_2	4
a222oi_1	8
a22oi_1	6
a311o_1	4
a31oi_1	7
and2_1	26
and3_1	6
buf_2	6
clkbuf_1	17
dfxtp_1	23
dlxtn_1	28
ha_1	31
inv_1	39
inv_2	4
mux2_2	8
mux2i_1	15
nand2_1	81
nand2b_1	11
nand3_1	21
nand4_1	6
nor2_1	64
nor2b_1	7
nor3_1	25
nor4_1	6
o211a_1	4
o211ai_1	12
o21a_1	4
o21ai_0	40
o21ai_1	6
o22ai_1	8
o31ai_1	5
or3_1	6
xnor2_1	18
[layout make-up]
cell class	instances	area, µm²
sequential	53	941
fill	1006	4920
tap	140	175
clock buffer	3	41.3
inverter	43	161
clock inverter	26	97.6
multi-input combinational	631	4370
timing repair buffer	19	180
[state kept, by name, indices dropped and copies added, names as in the netlist]
signal,flops
BCDToSeg1.o_segOutput,7
BCDToSeg2.o_segOutput,7
BCDToSeg3.o_segOutput,7
BCDToSeg4.o_segOutput,7
i,5
o_segData,1
o_segLatch,1
state,2
temp,16
[kinds of logic (layout without fill, tap and decap cells)]
family	Yosys count	count (layout)	synth area share
AND-OR/OR-AND	262	262	0.360
XOR/XNOR	23	23	0.0434
adder cells (fa/ha/maj)	32	32	0.0708
buffers and inverters	72	91	0.0548
flip-flops	25	25	0.0926
latches	28	28	0.0748
multiplexers	25	25	0.0474
AND/OR/NAND/NOR	289	289	0.256
[layer usage]
layer	GRT usage	routed length, µm	up-vias
met4	0.0245	49	0
li1	-	-	2888
met5	0	0	-
met3	0.0233	459	6
met1	0.363	6750	2532
met2	0.352	5670	113
[worst paths after layout]
kind | startpoint | to | depth (start not counted)
max | o_segData | o_segData | 1
min | temp[0] | o_segData | 1
max reg2reg | i[0] | temp[14] | 7
min reg2reg | temp[0] | o_segData | 1
[metrics by stage]
stage	area, µm²	worst slack (ns)	utilization
detailed placement	5830	3.65	0.536
floorplan	5620	4.12	-
global route	5970	3.24	0.548
global placement	5830	3.64	0.536
finish	5970	3.31	0.548
CTS	5970	3.30	0.548
